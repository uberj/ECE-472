[./design.v]
module add16_LA(a, b, sum, cout);
    input [15:0] a, b;
    output cout;
    output [15:0] sum;
    wire [3:0] c;  
    wire [3:0] super_p;
    wire [3:0] super_g;
    wire cin;
    assign cin = 0;
    assign cout = c[3];
    wire [1:0] p_g;  
    cla_4bit cla0(a[3:0], b[3:0], sum[3:0], cin, super_p[0], super_g[0]);
    cla_4bit cla1(a[7:4], b[7:4], sum[7:4], c[0],  super_p[1], super_g[1]);
    cla_4bit cla2(a[11:8], b[11:8], sum[11:8], c[1], super_p[2], super_g[2]);
    cla_4bit cla3(a[15:12], b[15:12], sum[15:12], c[2], super_p[3], super_g[3]);
    lookahead large_cla(super_p, super_g, c[3:0], cin, p_g[0], p_g[1]);
endmodule
module cla_4bit(a, b, sum, cin, p0, g0);
    input [3:0] a, b;
    input cin;
    output [3:0] sum;
    output p0, g0;
    wire [3:0] la_p_out;
    wire [3:0] la_g_out;
    wire [3:0] c;
    fulladder_LA f0(a[0], b[0], cin, sum[0], la_p_out[0], la_g_out[0]);
    fulladder_LA f1(a[1], b[1], c[0], sum[1], la_p_out[1], la_g_out[1]);
    fulladder_LA f2(a[2], b[2], c[1], sum[2], la_p_out[2], la_g_out[2]);
    fulladder_LA f3(a[3], b[3], c[2], sum[3], la_p_out[3], la_g_out[3]);
    lookahead la0(la_p_out, la_g_out, c[3:0], cin, p0, g0);
endmodule
module fulladder_LA(a, b, cin, sum, p, g);
    input a, b, cin;
    output sum, p, g;
    assign #2 sum = a ^ b ^ cin;  
    assign #1 g = a & b;  
    assign #1 p = a ^ b;  
endmodule
module lookahead(p, g, c, cin, p0, g0);
    input [3:0] p, g;
    input cin;
    output [3:0] c;
    output p0, g0;  
    assign #2 c[0] = g[0] | p[0] & cin;
    assign #3 c[1] = g[1] | g[0] & p[1] | cin & p[0] & p[1];
    assign #4 c[2] = g[2] | g[1] & p[2] | g[0] & p[1] & p[2] | cin & p[0] & p[1] & p[2];
    assign #5 c[3] = g[3] | g[2] & p[3] | g[1] & p[2] & p[3] | g[0] & p[1] & p[2] & p[3] | cin & p[0] & p[1] & p[2] & p[3];
    assign #3 p0 = p[3] & p[2] & p[1] & p[0];
    assign #4 g0 = g[3] | p[3] & g[2] | p[3] & p[2] & g[1] | p[3] & p[2] & p[1] & g[0];
endmodule
[./run.sh]
#!/bin/bash
# OpenROAD 26Q1-2900-gdf79404cd8, Yosys 0.63+post, stock flow scripts
make -C /OpenROAD-flow-scripts/flow DESIGN_CONFIG=/design/flow/config.mk WORK_HOME=/design/flow/orfs finish
[./config.mk]
export PLATFORM = sky130hd
export DESIGN_NAME = add16_LA
export DESIGN_NICKNAME = add16_LA
export VERILOG_FILES = /design/flow/design.v
export SDC_FILE = /design/flow/constraint.sdc
export NUM_CORES = 4
export LEC_CHECK = 1
export CORE_AREA = 10 10 77 77
export DIE_AREA = 0 0 87 87
[./constraint.sdc]
current_design add16_LA

set clk_period 9.7
set clk_io_pct 0.2

create_clock -name clk0 -period $clk_period

set non_clock_inputs [all_inputs -no_clocks]
set_input_delay [expr $clk_period * $clk_io_pct] -clock clk0 $non_clock_inputs
set_output_delay [expr $clk_period * $clk_io_pct] -clock clk0 [all_outputs]
==> results.py <==
# Metrics from the implementation run
metrics = {
    "critical_path": {
        "cp-start-kind": "primary input",
        "worstSetupPathType": "in2out",
        "crit_arrival_ns": 4.85,
        "cp-end-kind": "primary output",
        "worst-path-max-fanout": 3,
        "cp.required_ns": 7.76,
    },
    "grt": {
        "grt_max_degree": 6,
        "grt.overflow.total": 0,
        "grt_pass1_wl_um": 3350,
        "first_global_vias": 757,
        "grt_util_all_layers": 0.0522,
        "antenna_found_initial": 0,
    },
    "cells_and_area": {
        "fillers": 448,
        "area_growth_syn_to_layout_pct": 56.1,
        "regArea_um2": 0,
        "flops": 0,
        "clockBufferCount": 0,
        "logic_area_um2": 637,
        "drive_gt1_frac": 0.0242,
        "final_area_um2": 1210,
    },
    "detailed_routing": {
        "wl_um": 2030,
        "drc": 0,
        "routedWlPerCell_um": 11.5,
        "viasPerCell": 3.99,
        "diodes": 0,
        "vias": 703,
        "drt-initial-drc-count": 26,
        "drtPass1Iterations": 4,
        "antenna_left": 0,
    },
    "final_timing": {
        "fmax_mhz": 147,
        "slew_headroom": 0.730,
        "finalClockPeriodUsage": 0.700,
        "tightest_slew_ns": 0.403,
        "drv_slew": 0,
        "fin_crit_ns": 6.79,
        "rsz0062_at_grt": "no",
        "finalSetupTns_ns": 0,
        "finalSetupViolations": 0,
        "hold_viol": 0,
    },
    "placed_design": {
        "gp_congestion": 0.780,
        "post_dp_cell_area_um2": 1210,
        "hpwl_um": 1940,
        "numPortBuffers": 49,
    },
    "synthesis": {
        "ys_types": 23,
        "yosysCellCount": 91,
        "netlist_area_um2": 776,
        "syn_inst": 91,
        "ys_seq_frac": 0,
        "syn_avg_cell_area_um2": 8.52,
        "ys_area_um2": 776,
        "yosysWarnings": 0,
    },
    "power_and_ir_drop": {
        "p_comb_frac": 1.000,
        "power.leakage_nw": 0.509,
        "internal-power_mw": 0.0500,
        "p_clk_frac": 0,
        "p_per_area_nw_per_um2": 61.3,
        "p_sw_mw": 0.0243,
        "seqPwrFrac": 0,
        "vdd_drop_max_mv": 0.0172,
        "swShare": 0.327,
    },
    "flow_run": {
        "maxCapViolations": 0,
        "warnings": 36,
    },
    "clock_network": {
        "hold_buffers": 0,
        "cts_resized": 0,
        "cts_setup_buffers": 0,
    },
    "floorplan": {
        "chipWidth_um": 87,
        "ios": 49,
        "chipHeight_um": 87,
        "fp_util": 0.178,
        "rows": 24,
        "die_area_um2": 7570,
        "core_area_um2": 4350,
    },
    "run_status": {
        "status": "finished, final reports clean",
    },
    "hold_path": {
        "hold_path_class": "in2out",
    },
}
-- power by group through the flow --
stage / Combinational (mW) / Sequential [mW] / Clock [mW]
5_1_grt: 0.0845 / 0 / 0
6_report: 0.0743 / 0 / 0
4_1_cts: 0.0768 / 0 / 0
-- synthesized netlist by cell type, types with 2 or more instances --
| master | count | area, um^2 |
|---|---|---|
| nor2_1 | 7 | 26.3 |
| xor2_1 | 3 | 26.3 |
| nand2_1 | 2 | 7.51 |
| inv_1 | 5 | 18.8 |
| a21oi_1 | 5 | 25.0 |
| o21a_1 | 7 | 52.6 |
| nand4_1 | 2 | 12.5 |
| fa_1 | 4 | 80.1 |
| buf_4 | 16 | 120 |
| ha_1 | 20 | 250 |
| xnor2_1 | 5 | 43.8 |
| nor3_1 | 3 | 15.0 |
| a21o_1 | 2 | 15.0 |
-- final timing paths --
kind | cells after the start | slack, ns | to | from
worst max-delay path | 12 | 2.91 | sum[15] | a[3]
worst min-delay path | 3 | 4.90 | sum[0] | b[0]
-- area by class of cell --
type	instances	share of cell area
tap	52	0.0537
inverter	5	0.0155
multi-input combinational	70	0.526
timing repair buffer	49	0.405
-- logic make-up after synthesis --
logic type | Yosys count | share of synthesized area
buffers and inverters | 21 | 0.179
and+or+nand+nor | 17 | 0.110
xor gates and xnor gates | 8 | 0.0903
adders and majority gates | 24 | 0.426
AOI/OAI and AO/OA | 21 | 0.195
-- layout by cell type (no fill, tap or decap), types with 2 or more instances in the layout --
master / n
a21o_1: 2
a21oi_1: 5
clkdlybuf4s50_1: 49
fa_1: 4
ha_1: 20
inv_1: 5
nand2_1: 2
nand4_1: 2
nor2_1: 7
nor3_1: 3
o21a_1: 7
xnor2_1: 5
xor2_1: 3
-- metrics by stage --
step,hold WS [ns],power (mW),setup slack (ns),utilization,std cells
floorplan,4.05,0.0460,3.91,-,91
global placement,4.91,0.0765,2.92,0.278,176
detailed placement,4.91,0.0762,2.90,0.278,176
CTS,4.92,0.0768,2.88,0.278,176
global route,4.94,0.0845,2.70,0.278,176
finish,4.90,0.0743,2.91,0.278,176
-- critical path, stage by stage --
cell             delay, ns
clkdlybuf4s50_1       0.40
ha_1                  0.33
a21oi_1               0.19
o21ai_2               0.11
a211oi_1              0.38
o21bai_1              0.20
ha_1                  0.21
o21a_1                0.19
o21a_1                0.18
nor2_1                0.11
xnor2_1               0.12
clkdlybuf4s50_1       0.48
-- layer usage --
layer / wire (um) / vias up / track usage / share of wire
met4: 0 / 0 / 0 / 0
met5: 0 / - / 0 / 0
met1: 805 / 312 / 0.0644 / 0.40
li1: - / 375 / - / -
met3: 139 / 0 / 0.0113 / 0.069
met2: 1080 / 16 / 0.0953 / 0.53
Power figures rest on the tool's default switching activity, not on a simulated workload.
